--- design.v ---
module Counter_7seg(CLK, RESET, TSW, SEG);
	input CLK, RESET;
	input [1:0] TSW;
	output [7:0] SEG;
	wire [3:0] Q;
	UpDown_Counter updown_counter1(.CLK(CLK), .RESET(RESET), .TSW(TSW), .Q(Q));
	Decoder decoder1(.Q(Q), .SEG(SEG));
endmodule
module UpDown_Counter(CLK, RESET, TSW, Q);
	input CLK, RESET;
	input [1:0]TSW;
	output [3:0]Q;
	reg [3:0]Q = 0;
	reg [18:0]tmp_count = 0;
	reg [1:0]out, buffer;
	always @(posedge CLK or negedge RESET) begin
		if (!RESET) tmp_count <= 0;
		else tmp_count <= tmp_count + 1;
	end
	always @(posedge CLK)
		if (tmp_count == 0) out <= TSW;
	always @(posedge CLK or negedge RESET) begin
		if (!RESET) buffer <= 0;
		else buffer <= out;
	end
	assign inc = out[0] & ~buffer[0];
	assign dec = out[1] & ~buffer[1];
	always @(posedge CLK or negedge RESET) begin
		if (!RESET) Q <= 0;
		else if (inc == 1) Q <= (Q == 9 ? 0 : Q + 1);
		else if (dec == 1) Q <= (Q == 0 ? 9 : Q - 1);
	end
endmodule
module Decoder(Q, SEG);
	input [3:0] Q;
	output [7:0] SEG;
	reg [7:0] SEG;
	always @(Q) begin
		case(Q)
			4'b0000: SEG <= 8'b0001_0000;
			4'b0001: SEG <= 8'b0001_0001;
			4'b0010: SEG <= 8'b0001_0010;
			4'b0011: SEG <= 8'b0001_0011;
			4'b0100: SEG <= 8'b0001_0100;
			4'b0101: SEG <= 8'b0001_0101;
			4'b0110: SEG <= 8'b0001_0110;
			4'b0111: SEG <= 8'b0001_0111;
			4'b1000: SEG <= 8'b0001_1000;
			4'b1001: SEG <= 8'b0001_1001;
			default: SEG <= 8'b0001_1111;
		endcase
	end
endmodule
--- run.sh ---
#!/bin/bash
# OpenROAD 26Q1-2900-gdf79404cd8, Yosys 0.63+post, stock flow scripts
make -C /OpenROAD-flow-scripts/flow DESIGN_CONFIG=/design/flow/config.mk WORK_HOME=/design/flow/orfs finish
--- config.mk ---
export PLATFORM = sky130hd
export DESIGN_NAME = Counter_7seg
export DESIGN_NICKNAME = Counter_7seg
export VERILOG_FILES = /design/flow/design.v
export SDC_FILE = /design/flow/constraint.sdc
export NUM_CORES = 4
export LEC_CHECK = 1
export CORE_AREA = 10 10 104 104
export DIE_AREA = 0 0 114 114
--- constraint.sdc ---
current_design Counter_7seg

set clk_period 4.7
set clk_io_pct 0.2

create_clock -name clk0 -period $clk_period [get_ports {CLK}]

set non_clock_inputs [all_inputs -no_clocks]
set_input_delay [expr $clk_period * $clk_io_pct] -clock clk0 $non_clock_inputs
set_output_delay [expr $clk_period * $clk_io_pct] -clock clk0 [all_outputs]
==> impl_metrics.csv <==
group,metric,value,unit
status,outcome,"finished, final reports clean",
logic_synthesis,synth-main-ff-cell,"dfrtp_1",
drt,via_per_inst,3.60,
placement,dp_hpwl,1640,um
placement,gp_congestion,0.778,
run,drv_cap,0,
global_route,gr-usage-met1,5.41,%
global_route,met3_usage,1.59,%
worst_setup_path,worst_setup_path_end_kind,"output pin",
logic_synthesis,synthSimpleGateAreaFrac,22.4,%
worst_setup_path,crit_arrival,1.72,ns
drt,antenna_cells,0,
worst_setup_path,path_class,"flop to output pin",
clock_network,cts_buffer_depth,2,
die,die_area,0.0130,mm2
logic_synthesis,synthTopCellsByCount,"dfrtp_1, xnor2_1, nand2_1, nand3_1, nor2_1",
worst_setup_path,required,3.76,ns
logic_synthesis,syn_area_per_cell,10.7,um2
logic_synthesis,ys_seq_share,50.4,%
final_timing,max_clock_freq,376,MHz
worst_setup_path,rrSetupSlack,3.10,ns
clock_network,numCtsBuffers,3,
final_timing,setup_tns,0,ns
final_timing,whs,0.377,ns
final_layout,layout-area-overhead-vs-synth,15.6,%
clock_network,htreeDepth,1,
clock_network,postCtsSetupRepairBufs,0,
clock_network,cts_resized,0,
drt,routedWlPerCell,9.09,um
final_timing,report.final.slew_viol_count,0,
clock_network,ctsHoldBuffers,0,
logic_synthesis,synthArstFlopShare,92.6,%
global_route,grt_antenna_before_repair,0,
worst_setup_path,critPathMaxFanout,12,
logic_synthesis,top_cell_area_share,46.0,%
logic_synthesis,largest_area_cell,"dfrtp_1",
drt,drc_errors,0,
die,num_io_pins,12,
clock_network,cts_sinks,27,
drt,vias,864,
global_route,grtUsageTotal,3.75,%
global_route,grt_first_pass_wirelength,4190,um
logic_synthesis,yosys_warnings,4,
global_route,grt_overflow,0,
final_timing,finalCritPeriodShare,56.6,%
logic_synthesis,aoi_share,5.24,%
die,rows,34,
logic_synthesis,synth.comb.largest_family,"simple AND/OR/NAND/NOR gates",
logic_synthesis,yosys.cell_count.top_type,"dfrtp_1",
global_route,grt_util_met2,5.28,%
final_timing,finalSetupViolations,0,
die,die_w,114,um
global_route,grt.busiest_layer,"met1",
hold_path,min_path_type,"flop to flop",
final_layout,drive_above_1_share,9.09,%
drt,first_pass_iters,4,
drt,drt_wl_total,2180,um
logic_synthesis,netlist_area,0.00136,mm2
run,tool_warnings,26,
drt,final_antenna_net_count,0,
power_and_ir_drop,cellLeakagePower,0.668,nW
final_layout,n_fill_cell,972,
clock_network,clkTransAtPathRegs,0.09,ns
logic_synthesis,ys_seq_elements,27,
final_timing,period_minus_slack,2.66,ns
clock_network,cts_tree,"yes",
logic_synthesis,ys_sh_adder,2.76,%
placement,io_buffers,7,
logic_synthesis,xor_area_share,12.2,%
die,initial_utilization,15.7,%
clock_network,clock.latency.late_pin,0.27,ns
power_and_ir_drop,ir_drop,0.118,mV
global_route,grt_max_degree,26,
logic_synthesis,ys_sh_mux,0.736,%
logic_synthesis,synthCells,127,
die,die_y,114,um
logic_synthesis,ys_cells,127,
power_and_ir_drop,pwr_density_cell,321,mW/mm2
logic_synthesis,area_leaders,"dfrtp_1, xnor2_1, edfxtp_1, xor2_1, nand4_4",
logic_synthesis,yosys_area,0.00136,mm2
logic_synthesis,synthDistinctLibCells,32,
logic_synthesis,synth-edff-count,2,
final_timing,hold_viol_final,0,
final_timing,clock_skew,0.00315,ns
global_route,grt_pass1_vias,910,
final_timing,rsz0062_at_grt,"false",
clock_network,root_buffer,"clkbuf_8",
drt,drtIter0Drc,48,
worst_setup_path,worstSetupStartpointType,"flop",
die,core,0.00868,mm2
[cell type report]
cell class | count | area [um2] | share of cell area [%]
Clock inverter | 1 | 5.00 | 0.318
Tap cell | 108 | 135 | 8.59
Inverter | 6 | 22.5 | 1.43
Sequential cell | 27 | 686 | 43.6
Multi-Input combinational cell | 87 | 606 | 38.5
Timing Repair Buffer | 8 | 77.6 | 4.93
Clock buffer | 3 | 41.3 | 2.63
[per-stage QoR]
| step | power, mW | std cells | setup WS [ns] | utilization (%) | instance area, um2 |
|---|---|---|---|---|---|
| finish | 0.506 | 240 | 2.04 | 18.1 | 1570 |
| global route | 0.546 | 240 | 1.85 | 18.1 | 1570 |
| CTS | 0.516 | 240 | 2.02 | 18.1 | 1570 |
| detailed placement | 0.385 | 236 | 2.33 | 17.6 | 1530 |
| global placement | 0.384 | 236 | 2.33 | 17.6 | 1530 |
| floorplan | 0.334 | 129 | 2.79 | - | 1370 |
[kinds of logic (layout without fill, tap and decap cells)]
group,count (synthesis),after routing
compound gates,12,12
fa+ha+maj,3,3
simple gates,48,48
buf+inv,15,18
flops,27,27
xor+xnor,19,19
other cells,2,4
mux,1,1
[cell usage in the layout (no fill, tap or decap), types with 2 or more instances in the layout]
master / Yosys / layout
a21oi_1: 3 / 3
and3_2: 2 / 2
clkbuf_8: 0 / 3
clkdlybuf4s50_1: 0 / 7
conb_1: 2 / 4
dfrtp_1: 25 / 25
edfxtp_1: 2 / 2
ha_1: 3 / 3
inv_1: 6 / 6
nand2_1: 8 / 8
nand2b_1: 2 / 2
nand3_1: 8 / 8
nand4_1: 4 / 4
nand4_4: 2 / 2
nor2_1: 8 / 8
nor2b_1: 2 / 2
nor3_1: 3 / 3
nor4_1: 4 / 4
o21ai_0: 5 / 5
xnor2_1: 13 / 13
xor2_1: 6 / 6
[worst max-delay path, stage by stage, from the launching register on]
cell	delay, ns
dfrtp_1	0.56
nor2_1	0.08
ha_1	0.18
o21ai_0	0.15
clkdlybuf4s50_1	0.48
[report_power, final]
part / leakage (nW) / internal, mW / switching, mW
combinational: 0.298 / 0.0636 / 0.0410
sequential: 0.345 / 0.248 / 0.0257
clock: 0.0255 / 0.0592 / 0.0677
total: 0.668 / 0.371 / 0.134
[state kept, by name, summed over array words and instances (netlist names)]
signal                     cells
updown_counter1.out            2
updown_counter1.Q              4
updown_counter1.buffer         2
updown_counter1.tmp_count     19
[per-layer routing]
layer | wire [um] | vias up
met5 | 0 | -
met2 | 945 | 11
li1 | - | 441
met3 | 149 | 2
met4 | 14 | 0
met1 | 1070 | 410
[worst paths after layout]
kind                                                         from                                       to  cells past startpoint
min in group asynchronous                                   RESET         updown_counter1.Q[1]$_DFFE_PN0P_                      2
max reg2reg                updown_counter1.tmp_count[0]$_DFF_PN0_         updown_counter1.out[0]$_DFFE_PN_                      5
max in group asynchronous                                   RESET  updown_counter1.tmp_count[17]$_DFF_PN0_                      2
min                              updown_counter1.out[1]$_DFFE_PN_      updown_counter1.buffer[1]$_DFF_PN0_                      0
max                              updown_counter1.Q[0]$_DFFE_PN0P_                                   SEG[0]                      4
min reg2reg                      updown_counter1.out[1]$_DFFE_PN_      updown_counter1.buffer[1]$_DFF_PN0_                      0
Power is estimated from default activity; no workload was simulated.
