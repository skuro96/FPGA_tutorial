`flow/run.sh`:
```
#!/bin/bash
# OpenROAD 26Q1-2900-gdf79404cd8, Yosys 0.63+post, stock flow scripts
make -C /OpenROAD-flow-scripts/flow DESIGN_CONFIG=/design/flow/config.mk WORK_HOME=/design/flow/orfs finish
```
`flow/config.mk`:
```
export PLATFORM = sky130hd
export DESIGN_NAME = SW_Matrix
export DESIGN_NICKNAME = SW_Matrix
export VERILOG_FILES = /design/flow/design.v
export SDC_FILE = /design/flow/constraint.sdc
export NUM_CORES = 4
export LEC_CHECK = 1
export CORE_AREA = 10 10 70 70
export DIE_AREA = 0 0 80 80
```
`flow/constraint.sdc`:
```
current_design SW_Matrix

set clk_period 4.0
set clk_io_pct 0.2

create_clock -name clk0 -period $clk_period [get_ports {CLK}]

set non_clock_inputs [all_inputs -no_clocks]
set_input_delay [expr $clk_period * $clk_io_pct] -clock clk0 $non_clock_inputs
set_output_delay [expr $clk_period * $clk_io_pct] -clock clk0 [all_outputs]
```
`flow/design.v`:
```
module SW_Matrix(CLK, RESET, COLMN, SW, LED);
	input CLK, RESET;
	input [3:0] SW;
	output [3:0] COLMN;
	output [4:0] LED;
	reg [3:0] COLMN;
	reg [4:0] LED;
	reg [1:0] count = 0;
	reg [1:0] tmp_count = 0;
	always @(posedge CLK)
		tmp_count <= (tmp_count == 3 ? 0 : tmp_count + 1);
	assign Enable = (tmp_count == 0 ? 1 : 0);
	always @(posedge CLK)
		if (Enable == 1) count <= count + 1;
	always @(posedge CLK) begin
		if (Enable == 1) begin
			case (count)
				2'b00: COLMN <= 4'b1000;
				2'b01: COLMN <= 4'b0100;
				2'b10: COLMN <= 4'b0010;
				2'b11: COLMN <= 4'b0001;
			endcase
		end
	end
	always @(posedge CLK or negedge RESET) begin
		if (!RESET) LED <= 0;
		else if (Enable == 1) begin
			if (COLMN == 4'b1000) begin
				case (SW)
					4'b1000: LED <= 1;
					4'b0100: LED <= 5;
					4'b0010: LED <= 9;
					4'b0001: LED <= 13;
				endcase
			end
			else if (COLMN == 4'b0100) begin
				case (SW)
					4'b1000: LED <= 2;
					4'b0100: LED <= 6;
					4'b0010: LED <= 10;
					4'b0001: LED <= 14;
				endcase
			end
			else if (COLMN == 4'b0010) begin
				case (SW)
					4'b1000: LED <= 3;
					4'b0100: LED <= 7;
					4'b0010: LED <= 11;
					4'b0001: LED <= 15;
				endcase
			end
			else if (COLMN == 4'b0001) begin
				case (SW)
					4'b1000: LED <= 4;
					4'b0100: LED <= 8;
					4'b0010: LED <= 12;
					4'b0001: LED <= 16;
				endcase
			end
		end
	end
endmodule
```
==> impl_metrics.json <==
{
  "pre_cts_slack_ns": 1.65,
  "critical_path.top_delay_family": "flip-flops",
  "netlist_top_cells_area": "sky130_fd_sc_hd__edfxtp_1 21%, sky130_fd_sc_hd__dfrtp_1 15%, sky130_fd_sc_hd__ha_1 8.9%, sky130_fd_sc_hd__mux2_4 5.4%, sky130_fd_sc_hd__dfxtp_1 4.8%",
  "synth_cell_types": 31,
  "crit-reg2reg-capture": "LED[4]$_DFFE_PN0P_",
  "tritoncts_buffers": 3,
  "max_slew_margin_pct": 66.9,
  "power_switching_share_pct": 19.3,
  "cts_htree_levels": 1,
  "detail_route.vias_per_cell": 4.06,
  "endpoint_kind": "output pin",
  "synth_cells": 70,
  "finalCoreUtilization_pct": 30.0,
  "grt_pass1_wl_um": 2490,
  "path_buffers": 1,
  "hold_path_class": "reg2reg",
  "avgSynthCellArea_um2": 12.0,
  "ioPinCount": 15,
  "worst_ep_arrival_time_ns": 1.50,
  "ys.flop_type": "sky130_fd_sc_hd__edfxtp_1",
  "stage_log_warnings": 29,
  "layout.filler_cells": 359,
  "detail_route.wl_per_cell_um": 10.9,
  "routed_wirelength_um": 1420,
  "final.setup_skew_ns": 0.00127,
  "leakage_dissipation_uw": 0.000454,
  "cells_along_the_critical_path": "clkdlybuf4s50_1",
  "launch_point_of_the_worst_reg_to_reg_path": "COLMN[1]$_DFFE_PP_",
  "diodes": 0,
  "cts.repair_timing.setup_buffer_count": 0,
  "largest_fanout_of_any_net_on_the_critical_path": 12,
  "maximum_number_of_pins_on_one_net_before_global_route_repair": 13,
  "global_route.usage.total_pct": 4.73,
  "rsz0062_at_grt": "no",
  "global_route_met2_usage_pct": 6.50,
  "postLayoutSetupSlackWorst_ns": 1.70,
  "buffer_ports.inserted": 14,
  "postSynth.asyncResetShare_pct": 38.5,
  "power_spent_charging_and_discharging_nets_uw": 44.5,
  "status": "finished, final reports clean",
  "maxCapViolations": 0,
  "report.final.setup_viol": 0,
  "post_route_cells_drive_above_1_share_pct": 15.5,
  "dr.first_iter.drc_count": 5,
  "die_y_um": 80,
  "grt.met3_usage_pct": 1.70,
  "report.final.hold_viol_count": 0,
  "most_common_cell": "sky130_fd_sc_hd__inv_1",
  "clock_tree_sinks": 13,
  "min-delay-start": "tmp_count[0]$_SDFF_PN0_",
  "share_seq_of_total_power_pct": 60.0,
  "crit_share_post_route_pct": 57.5,
  "r2r_setup_slack_ns": 2.24,
  "top_cells_by_count": "7 x sky130_fd_sc_hd__inv_1, 6 x sky130_fd_sc_hd__edfxtp_1, 6 x sky130_fd_sc_hd__ha_1, 6 x sky130_fd_sc_hd__nor2_1, 5 x sky130_fd_sc_hd__dfrtp_1",
  "max_slew.worst_pin.slew_ns": 0.497,
  "timing.hold.worst_endpoint": "tmp_count[0]$_SDFF_PN0_",
  "type_of_the_worst_setup_path": "reg2out",
  "power.combinational.fraction_pct": 7.6,
  "power_density_nw_per_um2": 225,
  "grt.overflow.total": 0,
  "grtUsageMet1_pct": 6.90,
  "grt_antenna_before_repair": 0,
  "via_count": 528,
  "number_of_instances_resized_during_post_cts_repair": 0,
  "top_cell_area_share_pct": 21.5,
  "clock_tree.buffer_depth": 2,
  "timing.fmax_mhz": 435,
  "fin_crit_ns": 2.30,
  "drc": 0,
  "fin_worst_hold_slack_ns": 0.449,
  "gp_routability_congestion": 0.818,
  "yosys_cells": 70,
  "placementRows": 21,
  "cp_slowest_stage_delay_ns": 0.66,
  "yosys_register_bits": 13,
  "worst_skew_pair.late_latency_ns": 0.26,
  "number_of_global_route_vias_before_repair": 545,
  "internal-power_uw": 186,
  "worstRegToRegCells": 4,
  "hold_path_depth": 1,
  "yosys-stat-area_um2": 840,
  "syn-cell-area_um2": 840,
  "drtPass1Iterations": 2,
  "data_required_time_of_the_critical_path_ns": 3.20,
  "synth-edff-count": 6,
  "antenna_violating_nets_post_route": 0,
  "chip_area_um2": 6400,
  "cts_tree": "done",
  "cpMaxStageDelayCell": "sky130_fd_sc_hd__edfxtp_1",
  "final.setup.tns_ns": 0,
  "initCoreUtil_pct": 24.6,
  "yosys_warnings": 2,
  "core_outline_area_um2": 3420,
  "globalRoute.busiestLayer": "met1",
  "synth-seq-area-share_pct": 41.1,
  "die-width_um": 80,
  "final_number_of_max_transition_violations": 0,
  "hpwl_um": 1130,
  "cts.reportedPaths.clkPinSlew_ns": 0.07,
  "cts.root.buffer_cell": "sky130_fd_sc_hd__clkbuf_4",
  "synth_area_leader_cell": "sky130_fd_sc_hd__edfxtp_1",
  "clockPowerShare_pct": 32.4,
  "cts.hold.buffers_added": 0,
  "flow.area_growth_from_synthesis_pct": 22.2,
  "setup.worst_path.start_class": "flop",
  "peakVddDrop_mv": 0.157
}
-- final cells by class --
| type | instances | area (µm²) | area share [%] |
|---|---|---|---|
| multi-input combinational | 45 | 427 | 41.6 |
| sequential | 13 | 345 | 33.7 |
| timing repair buffer | 14 | 140 | 13.7 |
| tap | 46 | 57.6 | 5.61 |
| inverter | 8 | 30.0 | 2.93 |
| clock buffer | 4 | 26.3 | 2.56 |
-- per-layer routing --
metal	vias up	part of all wire, %
met1	239	48
met2	7	45
met5	-	0
li1	280	-
met4	0	1.3
met3	2	6.0
-- worst register-to-register path, cell delays in order (launching register included) --
cell and delay, ns:
sky130_fd_sc_hd__edfxtp_1 0.60, sky130_fd_sc_hd__xor2_1 0.24, sky130_fd_sc_hd__o211a_1 0.26, sky130_fd_sc_hd__o211ai_4 0.22, sky130_fd_sc_hd__mux2_4 0.32
-- flip-flops by register name, indices dropped and copies added, names as in the netlist --
name and flops:
COLMN 4, LED 5, count 2, tmp_count 2
-- per-stage QoR --
step / power, µW / area [µm²] / cells
floorplan: 150 / 840 / 70
finish: 231 / 1030 / 130
global route: 241 / 1030 / 130
CTS: 235 / 1030 / 130
detailed placement: 159 / 1000 / 126
global placement: 159 / 1000 / 126
-- power groups by stage --
stage	Sequential, µW	Combinational (µW)	Clock (µW)
final	138	17.5	74.9
after global routing	138	19.4	83.5
after CTS	138	17.9	78.7
-- cells in the final DEF (no fill, tap or decap), types with 3 or more instances in the layout --
cell type,instances
sky130_fd_sc_hd__clkdlybuf4s50_1,14
sky130_fd_sc_hd__inv_1,7
sky130_fd_sc_hd__edfxtp_1,6
sky130_fd_sc_hd__nor2_1,6
sky130_fd_sc_hd__ha_1,6
sky130_fd_sc_hd__dfrtp_1,5
sky130_fd_sc_hd__xor2_1,4
sky130_fd_sc_hd__mux2_4,3
sky130_fd_sc_hd__clkbuf_4,3
-- logic make-up (layout without fill, tap and decap cells) --
kind of cell,Yosys count,count (layout),share of synthesized area [%]
AOI/OAI and AO/OA,14,14,16.7
xor gates and xnor gates,7,7,8.20
adders and majority gates,6,6,8.94
buffers and inverters,12,26,8.05
DFF,13,13,41.1
muxes,4,4,6.56
and+or+nand+nor,14,14,10.4
-- worst max path at each step --
stage / start / to / slack (ns) / depth (start not counted)
global route: COLMN[1]$_DFFE_PP_ / COLMN[1] / 1.62 / 1
finish: COLMN[1]$_DFFE_PP_ / COLMN[1] / 1.70 / 1
CTS: COLMN[1]$_DFFE_PP_ / COLMN[1] / 1.68 / 1
Power figures rest on the tool's default switching activity, not on a simulated workload.
