==> design/flow/design.v <==
module Divide_Clock(CLK, RESET, LED0);
	input CLK, RESET;
	output LED0;
	reg LED0 = 0;
	reg [25:0] tmp_count = 0;
	always @(posedge CLK or negedge RESET)
	begin
		if (!RESET) tmp_count <= 0;
		else if (tmp_count == 1000000) tmp_count <= 0;
		else tmp_count <= tmp_count + 1;
	end
	assign enable = (tmp_count == 0) ? 1 : 0;
	always @(posedge CLK or negedge RESET)
	begin
		if (!RESET) LED0 <= 0;
		else if (enable == 1) LED0 <= ~LED0;
	end
endmodule
==> design/flow/run.sh <==
#!/bin/bash
# OpenROAD 26Q1-2900-gdf79404cd8, Yosys 0.63+post, stock flow scripts
make -C /OpenROAD-flow-scripts/flow DESIGN_CONFIG=/design/flow/config.mk WORK_HOME=/design/flow/orfs finish
==> design/flow/config.mk <==
export PLATFORM = sky130hd
export DESIGN_NAME = Divide_Clock
export DESIGN_NICKNAME = Divide_Clock
export VERILOG_FILES = /design/flow/design.v
export SDC_FILE = /design/flow/constraint.sdc
export NUM_CORES = 4
export LEC_CHECK = 1
export CORE_AREA = 10 10 103 103
export DIE_AREA = 0 0 113 113
==> design/flow/constraint.sdc <==
current_design Divide_Clock

set clk_period 3.2
set clk_io_pct 0.2

create_clock -name clk0 -period $clk_period [get_ports {CLK}]

set non_clock_inputs [all_inputs -no_clocks]
set_input_delay [expr $clk_period * $clk_io_pct] -clock clk0 $non_clock_inputs
set_output_delay [expr $clk_period * $clk_io_pct] -clock clk0 [all_outputs]
==> changes_impl.md <==
### Changed

- Max Fclk: 523 MHz
- Final max-slew violation count: 0
- WHS: 0.474 ns
- ANT cells: 0
- Top cell type's share of synthesized area: 48.3%
- Largest net degree at the start of global routing: 28
- Port bufs: 2
- Worst-path cell chain: nor4_1 -> nand2_1 -> nor3_2 -> a21oi_1
- Worst-path maximum fanout: 10
- Hold Path Class: reg2reg
- Hold Fails Final Rpt: 0
- Yosys chip area: 0.00140 mm²
- Clk_skew: 0.00156 ns
- Max-Cap Viols: 0
- Startpoint Class: register
- Max layer used: met3
- CP endpoint kind: register
- Worst slew pin tran: 0.642 ns
- First-pass GRT wire length: 4940 µm
- Top cell type by total area after synthesis: dfrtp_1
- Final worst-path cycle share: 59.7%
- Yosys warns: 2
- Top cells by area: dfrtp_1, xnor2_1, nand4_1, xor2_1, nor2_1
- Clock Tree Root: clkbuf_8
- Mapped Area: 0.00140 mm²
- Kind of critical path: reg2reg
- Core area: 0.00830 mm²
- CTS clk-pin slew, worst paths: 0.09 ns
- Num CTS Buffers: 3
- Tot Pwr: 543 µW
- Gates resized, CTS repair: 0
- Drt pass-1 iters: 4
- Minimum clock period: 1.91 ns
- Unrepaired setup endpoints after global routing: false
- FFs w/ async S/R, synth: 100%
- Avg WL per Cell: 11.4 µm
- Outcome: complete, no violations
- Vias per Instance: 4.22
- Via count: 1030
- Vias in the first global route: 987
- Ys flops: 27
- Setup Fix Bufs, Post-CTS: 0
- Initial drt markers: 109
- Synth top cell by count: dfrtp_1
- Count of library flops with an enable pin: 0
- GP Congestion: 0.875
- Die area: 0.0128 mm²
- Die Ht: 113 µm
- Mapped Cells: 137
- Worst path max stage delay: 0.56 ns
- Clock H-tree levels: 1
- Met3 wire len: 231 µm
- Ports: 3
- Worst EP arrival: 2.04 ns
- Chip Width: 113 µm
- CTS max path bufs: 2
- Yosys cell types: 26
- Met2 routed WL: 1120 µm
- Share of layout cells above drive strength 1: 6.47%
- CTS tree: done
- CTS Sinks: 27
- PD cells: 343 mW/mm²
- WP data required: 3.33 ns
- P&R area growth vs syn: 13.0%
- Late-Pin Clk Latency: 0.27 ns
- FP Rows: 33
- Seq/Total Area, Yosys: 48.3%
- Setup TNS: 0 ns
- # setup viols final: 0
- Detail Route Antenna Nets: 0
- Top post-synthesis cells by count: dfrtp_1, xnor2_1, nor2_1
- Ys cells: 137
- Post-DP HPWL: 2020 µm
- Hold buffer count at CTS: 0
- GRT Total Usage: 4.48%
- Antenna violations before repair: 0
- Tool Warnings: 27
- Max-slew headroom: 56.9%
- Post-synthesis area per instance: 10.2 µm²
- Pleak: 0.612 nW
- Initial Util: 16.9%
- CP max stage cell: nor3_2
- Synth Flop Type: dfrtp_1
- Final WL: 2790 µm
- # DRC: 0
- Final Util: 19.1%
- Routed metal-1 wire length: 1430 µm
- GRT overflow: 0
- Worst vdd ir: 0.193 mV
==> metrics by stage <==
stage | instance area (µm²) | setup WS [ns] | instances
detailed placement | 1540 | 1.30 | 240
finish | 1580 | 1.29 | 244
CTS | 1580 | 1.27 | 244
global route | 1580 | 1.19 | 244
global placement | 1540 | 1.29 | 240
floorplan | 1400 | 1.50 | 137
==> per-layer routing <==
| metal | vias up | global-route usage [%] |
|---|---|---|
| li1 | 499 | - |
| met1 | 494 | 6.82 |
| met2 | 37 | 6.37 |
| met3 | 0 | 1.18 |
| met4 | 0 | 0.508 |
| met5 | - | 0 |
==> logic make-up after synthesis <==
| kind of cell | share of synthesized area (%) |
|---|---|
| AND-OR/OR-AND | 2.50 |
| XOR/XNOR | 13.8 |
| adder cells (fa/ha/maj) | 2.68 |
| buffers and inverters | 2.59 |
| flip-flops | 48.3 |
| AND/OR/NAND/NOR | 30.2 |
==> placed cells by master, fill, tap and decap left out, drive strengths merged, types with 4 or more instances in the layout <==
master   n
and4     5
clkbuf   4
dfrtp   27
inv      4
nand2    8
nand3    9
nand4   12
nor2    14
nor3     6
nor4     8
xnor2   15
xor2     7
==> registers in the layout (all words and copies together), names as in the netlist <==
signal and count:
LED0 1, tmp_count 26
==> layout make-up <==
class / count / area, µm²
repair buffers: 3 / 27.5
well taps: 105 / 131
flip-flops and latches: 27 / 676
multi-input cells: 101 / 688
fillers: 885 / 6720
inverters: 4 / 15.0
clock buffers: 4 / 45.0
==> path summary, 6_finish.rpt <==
kind / from / end / slack, ns / cells past startpoint
max in group asynchronous: RESET / tmp_count[10] / 2.19 / 2
worst max-delay path: tmp_count[4] / tmp_count[19] / 1.29 / 4
worst min-delay path: LED0 / LED0 / 0.47 / 1
worst min register to register: LED0 / LED0 / 0.47 / 1
min in group asynchronous: RESET / tmp_count[13] / 0.75 / 2
worst max register to register: tmp_count[4] / tmp_count[19] / 1.29 / 4
==> power breakdown <==
group	switching [mW]	internal (mW)	leakage, nW
Clock	0.104	0.0892	0.0228
Combinational	0.00667	0.00187	0.227
Sequential	0	0.341	0.362
Total	0.111	0.432	0.612
==> critical path, delay by kind of cell (launching register included) <==
kind               cells  cell delay [ns]
AOI/OAI and AO/OA      1             0.11
DFF                    1             0.47
and+or+nand+nor        3             1.19
No activity file was given, so power comes from the tool's default toggle rates.
